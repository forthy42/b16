<file path="design.v">
module stackram(data, wren, wraddress, rdaddress, clock, q);
   input [15:0] data;
   input 	wren;
   input [2:0] 	wraddress;
   input [2:0] 	rdaddress;
   input 	clock;
   output [15:0] q;
   reg [15:0] 	 ram[0:7];
   reg [15:0] 	 q;
   always @(posedge clock)
     begin
	if(wren) ram[wraddress] <= data;
	q <= ram[rdaddress];
     end
endmodule  
</file>
<file path="run.sh">
#!/bin/bash
# OpenROAD 26Q1-2900-gdf79404cd8, Yosys 0.63+post, stock flow scripts
make -C /OpenROAD-flow-scripts/flow DESIGN_CONFIG=/design/flow/config.mk WORK_HOME=/design/flow/orfs finish
</file>
<file path="config.mk">
export PLATFORM = sky130hd
export DESIGN_NAME = stackram
export DESIGN_NICKNAME = stackram
export VERILOG_FILES = /design/flow/design.v
export SDC_FILE = /design/flow/constraint.sdc
export NUM_CORES = 4
export LEC_CHECK = 1
export CORE_UTILIZATION = 50
</file>
<file path="constraint.sdc">
current_design stackram

set clk_period 4.4
set clk_io_pct 0.2

create_clock -name clk0 -period $clk_period [get_ports {clock}]

set non_clock_inputs [all_inputs -no_clocks]
set_input_delay [expr $clk_period * $clk_io_pct] -clock clk0 $non_clock_inputs
set_output_delay [expr $clk_period * $clk_io_pct] -clock clk0 [all_outputs]
</file>
==> ci_impl_report.md <==
## Implementation flow summary

| Metric | Value |
|---|---|
| Crit-path cells | `clkdlybuf4s50_1 -> nand2b_1 -> nor2_1 -> buf_4` |
| Hold EP | `q[3]` |
| Final hold violations | `0` |
| Bufs and invs on worst path | `2` |
| Critical Setup Path Class | `input pin to flop` |
| Vias per cell | `between 5 and 6` |
| Yosys cell types | `12` |
| Total wire length | `8590 µm` |
| GRT Residual Overflow | `0` |
| Final cell count without fillers | `423` |
| Initial antenna violation count | `0` |
| Max_cap viols | `0` |
| Number of global-route vias before repair | `2489` |
| Largest net degree at the start of global routing | `33` |
| Fmax | `0.442 GHz` |
| Maximum clock insertion buffer count | `2` |
| Worst path max stage delay | `~580 ps` |
| CTS tree | `built` |
| Via count | `2293` |
| Max Transition Viols Final | `0` |
| Int Power | `2500 µW` |
| Fin crit period | `2260 ps` |
| Critical Path RT | `roughly 4600 ps` |
| Comb pwr share | `roughly 5%` |
| Clk slew on worst S/H paths | `60 ps` |
| Hold WC Path Type | `flop to flop` |
| Max FO, Critical Path | `9` |
| CP max-delay cell | `nor2_1` |
| R2R Path End | `q[9]` |
| Cell Pwr Density | `roughly 480 nW/µm²` |
| Depth of the CTS H-tree | `4` |
| Synth Seq Share | `between 70% and 80%` |
| RSZ-0062 raised after global routing | `false` |
| Die width | `105 µm` |
| Root buffer cell | `clkbuf_8` |
| Placed Instances | `391` |
| Post-CTS setup buffer count | `0` |
| Initial drt markers | `~58` |
| Crit end category | `flop` |
| Cts hold-fix bufs | `0` |
| Setup Slack @ Placement | `roughly 1600 ps` |
| Core area | `between 10000 and 15000 µm²` |
| Setup violators final | `0` |
| CP arrival | `~2500 ps` |
| Ports | `about 40` |
| Synth warn | `1` |
| Die area | `around 11000 µm²` |
| Switching share of power | `around 19%` |
| Net Sw Power | `596 µW` |
| Flop pwr share | `between 50% and 60%` |
| Slew HR | `approximately half` |
| Cells after Synth | `around 210` |
| Hold Startpoint | `ram[0][3]` |
| Tool Warnings | `25` |
| Drt first pass iters | `4` |
| Synth-to-Final Area Change | `22.1%` |
| Buffers on Ports | `39` |
| Leakage | `0.00219 µW` |
| Post-synth regs | `144` |
| Remaining antenna violation count | `0` |
| Power share of the clock group | `around 45%` |
| Sinks on Clock Net | `between 100 and 150` |
| # fillers | `700` |
| First-pass GRT wire length | `about 13000 µm` |
| Final WS setup | `2140 ps` |
| Status | `finished clean` |
| YS chip area | `about 5300 µm²` |
| Placer Congestion | `around 0.76` |
| TritonCTS Buffers | `17` |
| Post-Route Skew | `around 5.7 ps` |
| Diodes inserted | `0` |
| Worst-Margin Slew | `roughly 750 ps` |
| Design area | `around 6500 µm²` |
| Worst skew pair latency | `510 ps` |
| Mean Syn Cell Area | `about 25 µm²` |
| Max VDD drop | `~0.37 mV` |
| Mapped Area | `about 5300 µm²` |
| Total GRT Usage | `between 10% and 20%` |
| Worst Reg-to-Reg Cells | `2` |
| WHS Path Cells | `2` |
| WL per Instance | `between 20 and 25 µm` |
| FP Rows | `37` |
| CP delay by family, top | `buffers and inverters` |
| Floorplan Utilization | `roughly half` |
| Placed Area | `5880 µm²` |
| Yosys cell count | `around 210` |
| Die H | `between 100 and 150 µm` |
| Min Hold Slack | `around 670 ps` |
| Reg-to-reg slack, setup | `just over 3000 ps` |
| Final worst-path cycle share | `between 50 and 60%` |
| R2r startpoint | `ram[3][9]` |
| Post-CTS Resized | `0` |
| Share of layout cells above drive strength 1 | `approximately 22%` |
| Element type at the critical path start | `input pin` |
| DRC violations left | `0` |
| Fin Setup TNS | `0 ps` |
| Final HPWL from detailed placement | `~4500 µm` |
[tightest hold or removal path, delay by kind of cell (launching register included)]
kind	cells	cell delay [ps]
muxes	2	330
DFF	1	310
[Yosys cell counts]
cell	instances	area, µm²
buf_1	4	15.0
buf_6	4	45.0
clkbuf_2	1	5.00
dfxtp_1	16	320
edfxtp_1	128	3840
mux2_2	16	180
mux4_1	28	736
mux4_2	4	90.1
nand2_1	2	7.51
nand2b_1	3	18.8
nor2_1	6	22.5
nor3_1	2	10.0
[cells in the final DEF, fill, tap and decap left out]
master / n
edfxtp_1: 128
clkdlybuf4s50_1: 38
mux4_1: 28
mux2_2: 16
clkbuf_16: 16
dfxtp_1: 16
buf_4: 11
nor2_1: 6
mux4_2: 4
nand2b_1: 3
bufinv_16: 3
clkinv_2: 3
clkinv_4: 3
clkinvlp_4: 3
nand2_1: 2
nor3_2: 2
clkbuf_8: 1
inv_6: 1
clkinv_1: 1
clkbuf_1: 1
buf_2: 1
[routing by layer]
layer / track usage [%] / wire [µm] / up-vias
li1: - / - / 1042
met1: 30.7 / 3420 / 1149
met5: 0 / 0 / -
met4: 2.11 / 71 / 0
met3: 8.96 / 781 / 9
met2: 29.1 / 4310 / 93
[metrics by stage]
step / utilization [%] / power (µW)
floorplan: - / 1660
global placement: 57.2 / 1740
detailed placement: 57.2 / 1740
CTS: 62.9 / 3130
global route: 62.9 / 3210
finish: 62.9 / 3100
[worst max path at each step]
stage | from | endpoint | slack, ps | cells past startpoint
final | wraddress[1] | ram[5][5] | 2140 | 4
after global routing | wraddress[1] | ram[5][5] | 2020 | 4
after CTS | wraddress[1] | ram[5][5] | 2130 | 4
[final cells by class]
type                    instances  area [µm²]  share of cell area (%)
clock inverters                14         166                    2.58
repair buffers                 50         468                    7.24
clock buffers                  18         418                    6.47
multi-input cells              61        1070                    16.6
well taps                     136         170                    2.63
flip-flops and latches        144        4160                    64.4
[power by group through the flow]
stage	Sequential, µW	Clock (µW)	Combinational, µW
finish	1560	1380	156
CTS	1560	1410	160
global route	1560	1480	170
[state kept, by name, indices dropped and copies added (netlist names)]
signal  cells
q          16
ram       128
[logic make-up (layout without fill, tap and decap cells)]
logic type / count (synthesis) / in the layout / synth area share, %
buf+inv: 9 / 82 / 1.23
flops: 144 / 144 / 78.7
mux: 48 / 48 / 19.0
simple gates: 13 / 13 / 1.11
Power and IR drop assume default switching activity.
